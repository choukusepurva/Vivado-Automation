[config.mk]
export PLATFORM = sky130hd
export DESIGN_NAME = top_array_multiplier
export DESIGN_NICKNAME = top_array_multiplier
export VERILOG_FILES = /design/flow/design.v
export SDC_FILE = /design/flow/constraint.sdc
export NUM_CORES = 4
export LEC_CHECK = 1
export CORE_AREA = 10 10 70 70
export DIE_AREA = 0 0 80 80
[constraint.sdc]
current_design top_array_multiplier

set clk_period 5.0
set clk_io_pct 0.2

create_clock -name clk0 -period $clk_period

set non_clock_inputs [all_inputs -no_clocks]
set_input_delay [expr $clk_period * $clk_io_pct] -clock clk0 $non_clock_inputs
set_output_delay [expr $clk_period * $clk_io_pct] -clock clk0 [all_outputs]
[design.v]
module fulladder(a, b, cin, sum, cout);  
    input a, b, cin;
    output sum, cout;
    wire w1, carry1, carry2;  
    halfadder h1(.a(a), .b(b), .sum(w1), .carry(carry1));
    halfadder h2(.a(cin), .b(w1), .sum(sum), .carry(carry2));
    assign cout= carry1 | carry2;  
endmodule
`timescale 1ns / 1ps
module halfadder(a, b, sum, carry);  
    input a, b;
    output sum, carry;
    assign sum = a ^ b;  
    assign carry = a & b;  
endmodule
`timescale 1ns / 1ps
module top_array_multiplier(A, B, P);
    input [3:0]A, B;
    output [7:0]P; 
    wire [11:0]cy;  
    wire [5:0]sum;  
    assign P[0]= A[0]*B[0];
    halfadder h1(.a(A[0]&B[1]), .b(A[1]&B[0]), .sum(P[1]), .carry(cy[0]));
    fulladder fa1(.a(A[2]&B[0]), .b(A[1]&B[1]), .cin(cy[0]), .sum(sum[0]), .cout(cy[1]));
    fulladder fa2(.a(A[2]&B[1]), .b(A[3]&B[0]), .cin(cy[1]), .sum(sum[1]), .cout(cy[2]));
    halfadder h2(.a(A[0]&B[2]), .b(sum[0]), .sum(P[2]), .carry(cy[3]));
    fulladder fa3(.a(A[1]&B[2]), .b(sum[1]), .cin(cy[3]), .sum(sum[2]), .cout(cy[4]));
    fulladder fa4(.a(A[3]&B[1]), .b(cy[2]), .cin(cy[4]), .sum(sum[3]), .cout(cy[5]));
    halfadder h3(.a(A[0]&B[3]), .b(sum[2]), .sum(P[3]), .carry(cy[6]));
    fulladder fa5(.a(A[2]&B[2]), .b(sum[3]), .cin(cy[6]), .sum(sum[4]), .cout(cy[7]));
    fulladder fa6(.a(A[3]&B[2]), .b(cy[7]), .cin(cy[5]), .sum(sum[5]), .cout(cy[8]));
    halfadder h4(.a(A[1]&B[3]), .b(sum[4]), .sum(P[4]), .carry(cy[9]));
    fulladder fa7(.a(A[2]&B[3]), .b(sum[5]), .cin(cy[9]), .sum(P[5]), .cout(cy[10]));
    fulladder fa8(.a(A[3]&B[3]), .b(cy[10]), .cin(cy[8]), .sum(P[6]), .cout(P[7]));
endmodule
[run.sh]
#!/bin/bash
# OpenROAD 26Q1-2900-gdf79404cd8, Yosys 0.63+post, stock flow scripts
make -C /OpenROAD-flow-scripts/flow DESIGN_CONFIG=/design/flow/config.mk WORK_HOME=/design/flow/orfs finish
==> CHANGELOG.md <==
## Flow update

- Run status: finished, violations left
- Violated checks: setup timing
- Pwr dens: 109 nW/um2
- FILL cells: 386
- Syn Area/Cell: 9.28 um2
- # DRC: 0
- Critical path, cell by cell: buf_8 -> and2_4 -> ha_4 -> fa_2 -> fa_1 -> fa_2 -> fa_1 -> inv_2 -> fa_2 -> fa_1 -> inv_2 -> fa_2 -> fa_2 -> buf_2
- Setup TNS Final: -2390 ps
- Registers: 0
- Initial antenna violation count: 0
- Max-slew headroom: 0.921
- Final slew viol count: 0
- RePlAce Congestion: 0.758
- Hold WC Path Type: in -> out
- Post-synth top cells: 14 x and2_1, 8 x fa_1, 7 x buf_4, 6 x inv_1, 4 x ha_1
- CP startpoint: B[0]
- GRT Overall Usage: 0.0303
- Min cycle time layout: 5970 ps
- Io pins: 16
- Post-synth design cell area: 380 um2
- WS Path Type: in -> out
- Layout area overhead: 69.7%
- ANT cells: 0
- Via-per-instance ratio: 2.69
- Slowest cell on crit path: fa_2
- Top cells by area: fa_1 42%, and2_1 23%, buf_4 14%
- Worst Setup End Kind: output port
- Die H: 80 um
- Buf+Inv Stages, Crit Path: 4
- CORE AREA: 3420 um2
- DRT iter0 DRCs: 4
- DP HPWL: 839 um
- Ys cells: 41
- HP Start: A[1]
- Layout cells sized above 1: 0.500
- Startpoint class of the critical path: primary input
- Worst setup path endpoint: P[6]
- Die W: 80 um
- Yosys chip area: 380 um2
- Post-Syn Instances: 41
- # clk buffers: 0
- Library cells used by synthesis: 6
- Total of max-cap violations: 0
- Seq/Total Area, Yosys: 0
- Delay-heaviest family, CP: adder cells
- RSZ-0062 raised after global routing: true
- Tool warnings: 35
- Fmax: 0.168 GHz
- Routed WL: 868 um
- I/O Buffers: 16
- Maximum VDD drop: 0.0000165 V
- Crit path largest cell delay: 520 ps
- Top-count cell post-synth: and2_1
- Area leader, netlist: fa_1
- Vias in the first global route: 376
- Site Rows: 21
- Cell count along the critical path: 14
- Crit path DRT: 4000 ps
- Global route overflow: 0
- Total chip power: 0.0702 mW
- Largest net degree at the start of global routing: 5
- Post-CTS Setup Bufs: 0
- Routed wire per std cell: 8.35 um
- Critical Path Fanout Max: 4
- Final worst slack: -966 ps
- Period utilization: 1.19
- Drt pass-1 iters: 2
- Synth top area share: 0.421
- First-pass GRT wire length: 1610 um
- Yosys warns: 0
- Seq. cell area: 0 um2
- Setup violators final: 3
- Die area: 6400 um2
- Final Hold Vio Count: 0
- Leakage power: 0.283 nW
- Worst Path Arrival: 4970 ps
- Pre-Place Util: 0.111
- Via count: 280
- Post-route ant nets: 0
- Most frequent CP cell: fa_2
- Slew at the pin closest to its max-slew limit: 119 ps
-- kinds of logic (layout without fill, tap and decap cells) --
group / count (synthesis) / in the layout / share of synthesized area
simple gates: 16 / 16 / 0.250
buf+inv: 13 / 30 / 0.197
fa+ha+maj: 12 / 12 / 0.553
-- cells in the final DEF, fill, tap and decap left out --
| cell | instances |
|---|---|
| inv_2 | 3 |
| buf_4 | 8 |
| ha_4 | 2 |
| and2_4 | 3 |
| buf_8 | 1 |
| and2_1 | 11 |
| buf_2 | 3 |
| fa_1 | 3 |
| clkdlybuf4s50_1 | 7 |
| buf_6 | 4 |
| inv_1 | 3 |
| ha_1 | 2 |
| fa_2 | 5 |
| nand2_1 | 2 |
| clkdlybuf4s15_1 | 1 |
-- final cells by class --
class              count  area, um2  area share
inverters              6       22.5      0.0349
multi-input cells     28        350       0.543
well taps             46       57.6      0.0891
repair buffers        24        215       0.333
-- timing repair --
item,in CTS,in global routing
endpoints found under the setup margin,4,4
gates resized,39,4
pin swaps,12,11
hold buffers,0,0
-- metal layers --
metal  vias up  routed length (um)  track usage
met2         7                 436       0.0522
met5         -                   0            0
met1       125                 361       0.0380
met4         0                   0            0
li1        148                   -            -
met3         0                  69       0.0102
-- worst min path at each step --
stage	to	slack, ps	depth (start not counted)
finish	P[4]	2560	5
CTS	P[4]	2540	5
global route	P[4]	2590	5
-- stage by stage --
step	setup WS (ps)	util	instances	area, um2	hold slack (ps)
after floorplan	-753	-	41	408	2070
after global placement	-1720	0.185	104	633	3050
after detailed placement	-1720	0.185	104	633	3060
after CTS	-1010	0.188	104	641	2540
after global routing	-1110	0.189	104	646	2590
final	-966	0.189	104	646	2560
-- where the power goes --
part / total [mW] / internal (mW) / leakage (nW) / switching [mW]
registers: 0 / 0 / 0 / 0
logic: 0.0702 / 0.0452 / 0.283 / 0.0250
clock network: 0 / 0 / 0 / 0
Power and IR drop assume default switching activity.
