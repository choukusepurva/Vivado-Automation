### flow/config.mk
export PLATFORM = sky130hd
export DESIGN_NAME = top_RCA_8_bit
export DESIGN_NICKNAME = top_RCA_8_bit
export VERILOG_FILES = /design/flow/design.v
export SDC_FILE = /design/flow/constraint.sdc
export NUM_CORES = 4
export LEC_CHECK = 1
export CORE_AREA = 10 10 70 70
export DIE_AREA = 0 0 80 80
### flow/constraint.sdc
current_design top_RCA_8_bit

set clk_period 7.7
set clk_io_pct 0.2

create_clock -name clk0 -period $clk_period

set non_clock_inputs [all_inputs -no_clocks]
set_input_delay [expr $clk_period * $clk_io_pct] -clock clk0 $non_clock_inputs
set_output_delay [expr $clk_period * $clk_io_pct] -clock clk0 [all_outputs]
### flow/design.v
module fulladder(a, b, cin, sum, cout);  
    input a, b, cin;
    output sum, cout;
    wire w1, carry1, carry2;  
    halfadder h1(.a(a), .b(b), .sum(w1), .carry(carry1));
    halfadder h2(.a(cin), .b(w1), .sum(sum), .carry(carry2));
    assign cout= carry1 | carry2;  
endmodule
`timescale 1ns / 1ps
module halfadder(a, b, sum, carry);  
    input a, b;
    output sum, carry;
    assign sum = a ^ b;  
    assign carry = a & b;  
endmodule
module top_RCA_8_bit (A, B, cin, Sum, cout); 
    input [7:0]A, B;
    input cin;
    output [7:0]Sum;
    output cout;
    wire carry[7:0];
    fulladder FA1(.a(A[0]), .b(B[0]), .cin(cin), .sum(Sum[0]), .cout(carry[0]));
    fulladder FA2(.a(A[1]), .b(B[1]), .cin(carry[0]), .sum(Sum[1]), .cout(carry[1])); 
    fulladder FA3(.a(A[2]), .b(B[2]), .cin(carry[1]), .sum(Sum[2]), .cout(carry[2]));
    fulladder FA4(.a(A[3]), .b(B[3]), .cin(carry[2]), .sum(Sum[3]), .cout(carry[3]));
    fulladder FA5(.a(A[4]), .b(B[4]), .cin(carry[3]), .sum(Sum[4]), .cout(carry[4]));
    fulladder FA6(.a(A[5]), .b(B[5]), .cin(carry[4]), .sum(Sum[5]), .cout(carry[5]));
    fulladder FA7(.a(A[6]), .b(B[6]), .cin(carry[5]), .sum(Sum[6]), .cout(carry[6]));
    fulladder FA8(.a(A[7]), .b(B[7]), .cin(carry[6]), .sum(Sum[7]), .cout(carry[7]));
    assign cout = carry[7];  
endmodule
### flow/run.sh
#!/bin/bash
# OpenROAD 26Q1-2900-gdf79404cd8, Yosys 0.63+post, stock flow scripts
make -C /OpenROAD-flow-scripts/flow DESIGN_CONFIG=/design/flow/config.mk WORK_HOME=/design/flow/orfs finish
==> git commit body <==
Record implementation results from latest flow run

* Hold depth: 5
* Slew @ Worst Pin: between 90 and 100 ps
- The routed design uses 191 um of met3 wire.
* Metal2 WL: roughly 180 um
* Top cells by area: sky130_fd_sc_hd__fa_1 (64%), sky130_fd_sc_hd__buf_4 (24%), sky130_fd_sc_hd__inv_1 (12%)
* Yosys Instances: 24
- STA classifies the critical path endpoint as a primary output.
- Post-DRT Antenna Nets: 0
- Unrepaired setup endpoints after global routing: no
- Critical path arrival: 5510 ps
- Yosys synthesis chip area: 250 um2
- Standard cell core area: 3420 um2
- Number of iterations in the first detailed-routing pass: 1
* Wire length of the first global-routing pass: 1110 um
- Adder-cell share of the synthesized area: 0.640
* Hold violation count in the final report: 0
- The number of global-route vias before repair is 209.
* Final count of negative-setup-slack endpoints: 0
- Number of resized instances in the post-cts repair step: 0
- Cts hold-fix bufs: 0
* Worst vdd rail ir drop: 23.9 uV
* Die height: 80 um
- The run finished with clean final reports.
- Input and output buffers added on the ports amount to 26.
* All-Layer GR Usage: 0.0219
* Detailed-route DRC error count: 0
- The die is 80 um wide.
* CP max stage delay: 470 ps
- The synthesis run identifies the leading combinational cell family as adder cells.
- The share of the Yosys chip area taken by registers is 0.
- Max fanout on the critical path was recorded as 1.
- Via count: 207
* Largest net degree at the start of global routing: 2
* Setup Buffers After CTS: 0
- Chip Area: about 6400 um2
- Total congestion overflow after global routing: 0
- The cell that appears most often on the critical path is sky130_fd_sc_hd__fa_1.
* Placer congestion estimate: 0.827
- Yosys warnings: 1
- Fp_density: 0.0733
- Xor/xnor cell area share of the yosys netlist: 0
- Power density relative to cell area: 69.5 nW/um2
- Nature of the critical path startpoint: primary input
* Cells after synthesis: 24
- The startpoint identified for the worst hold timing path is B[7].
- In this run the maximum-capacitance check reported violations numbering 0.
- From synthesis to final layout, the design area changed by 103%.
- OpenROAD warning count: 32
- In the finished design the tool counted flip-flops and latches totalling 0.
- Highest routed metal layer: met3
- The report lists the cells along the critical path as clkdlybuf4s50_1, fa_1, fa_1, fa_1, fa_1, fa_1, fa_1, inv_1, fa_1, fa_1, inv_1, clkdlybuf4s50_1.
- Top-level port count: 26
* Share of synthesized cell area in and-or and or-and compound cells: 0
- Mux frac, synth: 0
* Total of clock buffers placed in the layout: 0
- Fraction of layout cells with a size suffix above 1: 0
- Fin crit period: 7050 ps
- Met1 routed wirelength after detailed routing: roughly 390 um
- The mapped netlist covers 250 um2.
* Max Clock Freq: 0.142 GHz
- Average vias per placed instance: 2.35
- Antenna cell count: 0
* Area leader, netlist: sky130_fd_sc_hd__fa_1
* Slowest cell on the critical path: sky130_fd_sc_hd__clkdlybuf4s50_1
- Commonest cells in the synthesized netlist: sky130_fd_sc_hd__buf_4 (8), sky130_fd_sc_hd__fa_1 (8), sky130_fd_sc_hd__inv_1 (8)
- STA shows the worst min-delay path finishing at cout.
- Type of the most critical hold path: primary input to primary output
- Total Neg Setup Slack: 0 ps
* Per-cell routed wire length: 8.66 um
* Estimated wirelength of the detail-placed design: 768 um
* Leakage power of the design: 0.203 nW
* Sequential cell area: 0 um2
- Setup slack closes at 649 ps.
- The area fraction of the largest cell type after synthesis is 0.640.
* Number of different library cells in the post-synthesis netlist: 3
- The critical path in this run is classified as primary input to primary output.
- The wire length recorded after detailed routing is 762 um.
* Share of the clock period used by the worst path: 0.916
- Number of antenna violations at the first check in global routing: 0
- In this run the mean area of a mapped cell was ~10 um2.
- Critical path required time: 6160 ps
* Placement Rows: 21
- Initial DRC count: 0
- Max-slew violation count: 0
- The slew check shows that the tightest pin keeps a relative margin of 0.936.
* Place WS: approximately 620 ps
- The cell-mix breakdown from Yosys lists the simple-gate area share as 0.
==> metal layers <==
metal / track usage / vias up
li1: - / 92
met1: 0.0351 / 90
met2: 0.0209 / 25
met3: 0.0182 / 0
met4: 0 / 0
met5: 0 / -
==> cell type report <==
type	count	area, um2
Tap cell	46	57.6
Multi-Input combinational cell	8	160
Inverter	8	30.0
Fill cell	397	2910
Timing Repair Buffer	26	260
==> critical path: cells and delay by family <==
family	cells	cell delay, ps
adders and majority gates	8	2940
buffers and inverters	4	1040
==> how the worst max path moves through the flow <==
stage	from	endpoint	cells past startpoint
after CTS	A[0]	Sum[7]	12
after global routing	A[0]	Sum[7]	12
final	A[0]	Sum[7]	12
==> stage by stage <==
stage	hold slack, ps	util	total power (W)	cells	area [um2]
6_report	4150	0.149	0.0000353	88	508
5_1_grt	4190	0.149	0.0000397	88	508
4_1_cts	4150	0.149	0.0000367	88	508
3_5_place_dp	4150	0.149	0.0000365	88	508
3_3_place_gp	4140	0.149	0.0000362	88	508
2_1_floorplan	3290	-	0.0000171	24	250
==> logic make-up (layout without fill, tap and decap cells) <==
kind of cell,Yosys count,count (layout)
adders and majority gates,8,8
buffers and inverters,16,34
==> where the power goes <==
part           leakage (nW)  switching, W  internal [W]
clock                     0             0             0
sequential                0             0             0
combinational         0.203    0.00000932     0.0000260
==> cells in the final DEF, fill, tap and decap left out <==
master	instances
sky130_fd_sc_hd__fa_1	8
sky130_fd_sc_hd__inv_1	8
sky130_fd_sc_hd__clkdlybuf4s50_1	26
Power and IR drop assume default switching activity.
