[flow/run.sh]
#!/bin/bash
# OpenROAD 26Q1-2900-gdf79404cd8, Yosys 0.63+post, stock flow scripts
make -C /OpenROAD-flow-scripts/flow DESIGN_CONFIG=/design/flow/config.mk WORK_HOME=/design/flow/orfs finish
[flow/config.mk]
export PLATFORM = sky130hd
export DESIGN_NAME = top_mealy_0011
export DESIGN_NICKNAME = top_mealy_0011
export VERILOG_FILES = /design/flow/design.v
export SDC_FILE = /design/flow/constraint.sdc
export NUM_CORES = 4
export LEC_CHECK = 1
export CORE_AREA = 10 10 108 108
export DIE_AREA = 0 0 118 118
[flow/constraint.sdc]
current_design top_mealy_0011

set clk_period 3.1
set clk_io_pct 0.2

create_clock -name clk0 -period $clk_period [get_ports {clk_in}]

set non_clock_inputs [all_inputs -no_clocks]
set_input_delay [expr $clk_period * $clk_io_pct] -clock clk0 $non_clock_inputs
set_output_delay [expr $clk_period * $clk_io_pct] -clock clk0 [all_outputs]
[flow/design.v]
module clock_divider(clk_in, clk_out);
  output reg clk_out;
  input clk_in;
    reg[26:0]counter=27'd0;
parameter DIVISOR= 27'd100000000; 
always @(posedge clk_in)
begin
 counter <= counter + 27'd1;
 if(counter>=(DIVISOR-1))
  counter <= 27'd0;
 clk_out <= (counter<DIVISOR/2)?1'b1:1'b0; 
end
endmodule 
`timescale 1ns / 1ps
module top_mealy_0011(out,clk_out,clk_in,rst,inp);  
  input clk_in,rst,inp;  
  output out;         
  output clk_out;
  reg out ;      
  clock_divider c2(clk_in, clk_out);    
  reg [1:0] currentState,nextState;  
  always @ (posedge clk_out or posedge rst)
   if (rst)
     currentState <= 0;  
   else
     currentState <= nextState; 
  always @ (posedge clk_out or posedge rst)
   if (rst)
     out <= 0;
   else
     out <= (currentState == 3) && inp;  
  always @ (*)
  begin
    case(currentState)
        0 :     nextState = inp ? 0 : 1 ;  
        1 :     nextState = inp ? 0 : 2 ;
        2 :     nextState = inp ? 3 : 2 ;
        3 :     nextState = inp ? 0 : 1 ;
    endcase
  end
endmodule 
==> out/qor_table.md <==
| Quantity | Value |
|:---|:---|
| Outcome | finished clean |
| Number of warnings in the stage logs | 25 |
| Core footprint | 0.00928 mm² |
| Cell type with the largest total area | sky130_fd_sc_hd__dfxtp_1 |
| Crit Reg-Reg Endpoint | c2.counter[22] |
| Antenna violation net count after detailed routing | 0 |
| Synthesized flop and latch total | 33 |
| Post-synthesis cell type count | 41 |
| DR pass1 iterations | 4 |
| Pin count of the biggest net entering global routing | 20 |
| Startpoint type of the worst setup path | register |
| Post-Syn Area | 0.00153 mm² |
| Num CTS Buffers | 3 |
| Synthesized chip area reported by yosys | 0.00153 mm² |
| Via count of the first global-routing pass | 1,054 |
| Remaining design rule violation count | 0 |
| Total Wirelength | 2820 µm |
| Average footprint of a synthesized cell | 8.96 µm² |
| Clock-pin transition on the worst setup and hold timing paths | 0.10 ns |
| Yosys Instances | 171 |
| Full die area | 0.0139 mm² |
| R2r startpoint | c2.counter[0] |
| Synth warnings | 2 |
| Register pins left without a clock | 5 |
| Max-slew violations | 0 |
| Maximum fanout along the worst path | 8 |
| Routed via count | 1,186 |
| Most numerous cell in the Yosys netlist | sky130_fd_sc_hd__dfxtp_1 |
| R2r worst-path depth | 5 |
| Initial cell density of the core | 16.5% |
| Setup tns final | 0 ns |
| # resized after CTS | 0 |
| H-Tree Depth | 1 |
| FMAX | 459 MHz |
| Wire length of the first global-routing pass | 4940 µm |
| Width of the die | 118 µm |
| Site row count | 35 |
| Async set or reset register ratio after synthesis | 15.2% |
| Height of the die | 118 µm |
| Total track usage | 4.00% |
| Num ports | 5 |
| Count of inserted antenna diode cells | 0 |
| Via density | 3.93 |
| Crit end category | register |
| Count of routing violations after the opening detailed-route iteration | 79 |
| Most frequent cells after synthesis | sky130_fd_sc_hd__dfxtp_1, sky130_fd_sc_hd__nor2_1, sky130_fd_sc_hd__a21oi_1 |
| Crit path arrival time | 2.39 ns |
| Clock tree from TritonCTS | built |
| Final hold viol count | 0 |
| Tally of max-capacitance violations | 0 |
| Insertion delay at the late pin of the worst-skew pair | 0.27 ns |
| Cell depth of the worst min-delay path | 1 |
| Main synth FF type | sky130_fd_sc_hd__dfxtp_1 |
| CTS root buffer | sky130_fd_sc_hd__clkbuf_8 |
| Register-to-register setup slack | 0.92 ns |
| Minimum clock period after layout | 2.18 ns |
| Category of the critical setup timing path | reg2reg |
| Startpoint of the tightest hold check path | c2.counter[0] |
| Final Power | 594 µW |
| Worst rel slew slack | 60.5% |
| Final routed wire length divided by cell count | 9.32 µm |
| Largest cells by area after synthesis | sky130_fd_sc_hd__dfxtp_1, sky130_fd_sc_hd__dfrtp_1, sky130_fd_sc_hd__nor2_1 |
| Port Buffers | 4 |
| Setup violators final | 0 |
| Post-route fraction of the period consumed by the critical path | 70.2% |
| Weighted congestion at the end of routability-driven global placement | 0.804 |
| Worst Max-Slew Pin Slew | 0.587 ns |
| Layout cells sized above 1 | 10.4% |
| Worst-case clock skew | 0.00388 ns |
| Flip-flops with a built-in enable | 0 |
| Peak supply drop | 0.166 mV |
| Post-synthesis cell count | 171 |
| Half-perimeter wire length after detailed placement | 2000 µm |
| Leakage power | 0.677 nW |
| Portion of the post-synthesis area used by sequential elements | 44.9% |
| Maximum clock insertion buffer count | 2 |
| Overflow left after global routing | 0 |
| Number of unconstrained endpoints | 6 |
| RSZ-0062 raised after global routing | false |
| Type of the most critical hold path | reg2reg |
| Crit path required time | 3.32 ns |
| Fill count | 1,052 |
| Hold EP | c2.counter[0] |
| Number of buffers added to fix hold violations after cts | 0 |
| Antenna violations before repair | 0 |
| Pwr Density | 335 mW/mm² |
| Area growth syn-to-layout | 15.7% |
| Number of buffers added for setup after CTS | 0 |
| Area share, top type | 36.6% |
-- flip-flops by register name, summed over array words and instances (netlist names) --
| register | cells |
|---|---|
| c2.clk_out | 1 |
| c2.counter | 27 |
| currentState | 4 |
| out | 1 |
-- cell type report --
type                    count  area (µm²)  area share (%)
flip-flops and latches     33         687            38.8
inverters                   6        22.5            1.27
clock buffers               4        55.1            3.11
repair buffers              5        47.5            2.68
multi-input cells         125         798            45.1
well taps                 129         161            9.11
-- worst max path at each step --
| stage | to | from | slack [ns] |
|---|---|---|---|
| 5_1_grt | c2.counter[22] | c2.counter[0] | 0.80 |
| 4_1_cts | c2.counter[22] | c2.counter[0] | 0.94 |
| 6_report | c2.counter[22] | c2.counter[0] | 0.92 |
-- report_power, final --
part | total [mW] | internal [mW] | switching, mW
Sequential | 0.359 | 0.359 | 0
Clock | 0.230 | 0.114 | 0.116
Combinational | 0.00464 | 0.00253 | 0.00211
Total | 0.594 | 0.476 | 0.118
-- logic make-up after synthesis --
family,share of synthesized area [%]
xor gates and xnor gates,7.43
AOI/OAI and AO/OA,13.7
adders and majority gates,0.817
and+or+nand+nor,29.0
buffers and inverters,3.43
DFF,44.9
muxes,0.735
-- layer usage --
metal | wire, µm | vias up | global-route usage [%] | share of wire (%)
li1 | - | 630 | - | -
met1 | 1570 | 538 | 6.06 | 56
met2 | 1140 | 18 | 5.73 | 41
met3 | 107 | 0 | 1.07 | 3.8
met4 | 0 | 0 | 0.309 | 0
met5 | 0 | - | 0 | 0
-- cells in the final DEF (no fill, tap or decap), types with 2 or more instances in the layout --
cell | synthesis | layout
sky130_fd_sc_hd__inv_1 | 6 | 6
sky130_fd_sc_hd__and4_1 | 3 | 3
sky130_fd_sc_hd__clkdlybuf4s50_1 | 0 | 4
sky130_fd_sc_hd__nand2_1 | 6 | 6
sky130_fd_sc_hd__a21oi_1 | 11 | 11
sky130_fd_sc_hd__and2_1 | 2 | 2
sky130_fd_sc_hd__or3_1 | 5 | 5
sky130_fd_sc_hd__xnor2_1 | 6 | 6
sky130_fd_sc_hd__or4_1 | 2 | 2
sky130_fd_sc_hd__dfxtp_1 | 28 | 28
sky130_fd_sc_hd__a41o_1 | 2 | 2
sky130_fd_sc_hd__xor2_1 | 7 | 7
sky130_fd_sc_hd__a21oi_2 | 2 | 2
sky130_fd_sc_hd__nand3_1 | 10 | 10
sky130_fd_sc_hd__dfrtp_1 | 4 | 4
sky130_fd_sc_hd__nor3_1 | 2 | 2
sky130_fd_sc_hd__clkbuf_8 | 0 | 4
sky130_fd_sc_hd__nor4_1 | 3 | 3
sky130_fd_sc_hd__and3_1 | 2 | 2
sky130_fd_sc_hd__nand4_1 | 10 | 10
sky130_fd_sc_hd__o21ai_0 | 6 | 6
sky130_fd_sc_hd__or4_4 | 2 | 2
sky130_fd_sc_hd__nor2_1 | 25 | 25
sky130_fd_sc_hd__o31ai_1 | 3 | 3
-- critical path, cell delays in order (launching register included) --
cell,delay [ns]
sky130_fd_sc_hd__dfxtp_1,0.42
sky130_fd_sc_hd__ha_1,0.25
sky130_fd_sc_hd__nand3_1,0.19
sky130_fd_sc_hd__or4_1,0.59
sky130_fd_sc_hd__or4_4,0.53
sky130_fd_sc_hd__a21oi_2,0.14
-- stage by stage --
stage          hold slack [ns]  util [%]  setup slack (ns)  instance area, µm²  cells
2_1_floorplan            0.449         -              1.16                1530    171
3_3_place_gp             0.475      18.5              1.01                1720    298
3_5_place_dp             0.485      18.5             0.964                1720    298
4_1_cts                  0.511      19.1             0.943                1770    302
5_1_grt                  0.552      19.1             0.795                1770    302
6_report                 0.507      19.1             0.923                1770    302
Power is estimated from default activity; no workload was simulated.
